[flow/design.v]
module NEG (
  input [7:0] A,
  output [7:0] Y
);
  wire [7:0] negA;
  assign negA = ~A;
  wire [7:0] carry1;
  full_adder bit0(
    .A(negA[0]),
    .B(1'b0),
    .Cin(1'b1),
    .Y(Y[0]),
    .Cout(carry1[0])
  );
  full_adder bit1(
    .A(negA[1]),
    .B(1'b0),
    .Cin(carry1[0]),
    .Y(Y[1]),
    .Cout(carry1[1])
  );
  full_adder bit2(
    .A(negA[2]),
    .B(1'b0),
    .Cin(carry1[1]),
    .Y(Y[2]),
    .Cout(carry1[2])
  );
    full_adder bit3(
      .A(negA[3]),
      .B(1'b0),
      .Cin(carry1[2]),
      .Y(Y[3]),
      .Cout(carry1[3])
  );
  full_adder bit4(
     .A(negA[4]),
     .B(1'b0),
     .Cin(carry1[3]),
     .Y(Y[4]),
     .Cout(carry1[4])
  );
    full_adder bit5(
      .A(negA[5]),
      .B(1'b0),
      .Cin(carry1[4]),
      .Y(Y[5]),
      .Cout(carry1[5])
  );
  full_adder bit6(
    .A(negA[6]),
    .B(1'b0),
    .Cin(carry1[5]),
    .Y(Y[6]),
    .Cout(carry1[6])
  );
    full_adder bit7(
      .A(negA[7]),
      .B(1'b0),
      .Cin(carry1[6]),
      .Y(Y[7])
  );
endmodule
module full_adder(
    input A, B, Cin,
    output Y, Cout
);
    wire sum;
    assign sum = A ^ B;
    assign Y = sum ^ Cin;
    assign Cout = (A & B) | (Cin & sum);
endmodule
[flow/run.sh]
#!/bin/bash
# OpenROAD 26Q1-2900-gdf79404cd8, Yosys 0.63+post, stock flow scripts
make -C /OpenROAD-flow-scripts/flow DESIGN_CONFIG=/design/flow/config.mk WORK_HOME=/design/flow/orfs finish
[flow/config.mk]
export PLATFORM = sky130hd
export DESIGN_NAME = NEG
export DESIGN_NICKNAME = NEG
export VERILOG_FILES = /design/flow/design.v
export SDC_FILE = /design/flow/constraint.sdc
export NUM_CORES = 4
export LEC_CHECK = 1
export CORE_AREA = 10 10 70 70
export DIE_AREA = 0 0 80 80
[flow/constraint.sdc]
current_design NEG

set clk_period 1.9
set clk_io_pct 0.2

create_clock -name clk0 -period $clk_period

set non_clock_inputs [all_inputs -no_clocks]
set_input_delay [expr $clk_period * $clk_io_pct] -clock clk0 $non_clock_inputs
set_output_delay [expr $clk_period * $clk_io_pct] -clock clk0 [all_outputs]
==> run summary <==
run results: number of failing hold endpoints at the final stage=0, global-route wire length before repair=869 um, initial antenna violation count=0, crit path DAT=1640 ps, synth unique cells=4, Max-Cap Viols=0, DP Worst Slack=-1100 ps, Tcrit/Tclk final=106%, CORE AREA=0.00342 sq mm, sequential share of the synthesized area=0%, stage-log warning count=38, Slew Limit Fails=0, unrepaired setup endpoints after global routing=yes, Sequential Area=0 sq um, simple share=0%, flop count=0, CP Capture Type=output port, Worst EP required=1520 ps, initial DRC count=0, Die Area=0.00640 sq mm, IO Count=16, GRT Total Usage=1.73%, fp_density=4.98%, largest net degree at the start of global routing=3, Pleak=0.166 nW, Rel. slew slack=92.9%, final core occ=12.5%, Area Growth Syn to Fin=150%, DR pass1 iterations=1, WHS=1270 ps, slew of the pin with the lowest slew margin=106 ps, setup violators final=2, Peak VDD IR=78.0 uV, Power Dens Cells=153 mW/mm^2, Die X-Extent=80 um, via count of the routed design=144, post-CTS setup buffer count=0, comb area leader=buffers and inverters, Yosys Warn Count=0, Synth Instances=22, CP max FO=1, layout cell share with drive strength beyond 1=53.3%, MUX area fraction=0%, Synth Area per Inst=7.73 sq um, violated checks=setup timing, die height=80 um, outcome=complete, but fails checks, vias in the first global route=173, final wirelength=550 um, cells in synth_stat.txt=22, most frequent cells in the layout=clkdlybuf4s50_1, ha_4, inv_1, dlygate4sd2_1, Worst Setup Start Kind=input port, dpl hpwl=508 um, vias per cell=1.89, Fmax=495 MHz, yosys xor share=5.15%, DRC=0, setup TNS=-186 ps, row count=21, GPL Wtd Cong=0.728, wire per inst=7.24 um, antenna viol nets, final=0, Hold Crit Class=in2out, port bufs=16, Final Instance Area=425 sq um, clk_buf instances=0, Crit Path Category=in2out, post-place instance area=420 sq um, minimum clock period=2020 ps, yosys aoi share=0%, Worst Setup Slack, final=-118 ps, chip area in the Yosys report=170 sq um, filler instances=392, ant diodes=0, synthesized cell area=170 sq um, global route overflow=0, Adder Area Share=44.1%, most frequent logic cell in the layout=clkdlybuf4s50_1
what timing repair did:
action                                  in CTS  in global routing
gates resized                               30                  2
endpoints found under the setup margin       7                  2
pin swaps                                    7                  0
cloned                                       0                  0
hold buffers                                 0                  0
cell families after synthesis:
| family | after synthesis |
|---|---|
| buffers and inverters | 15 |
| adder cells (fa/ha/maj) | 6 |
| XOR/XNOR | 1 |
through the flow:
step                instances  total power, mW
floorplan                  22           0.0364
global placement           76           0.0676
detailed placement         76           0.0682
CTS                        76           0.0647
global route               76           0.0737
finish                     76           0.0652
final timing paths:
check	start	to	slack, ps	cells after the start
max	A[1]	Y[7]	-120	10
min	A[0]	Y[0]	1270	2
power breakdown:
group,total (mW),switching (mW),internal [mW]
Sequential,0,0,0
Clock,0,0,0
Combinational,0.0652,0.0209,0.0443
Total,0.0652,0.0209,0.0443
Yosys cell counts:
library cell / instances / share of area [%]
buf_4: 8 / 35
ha_1: 6 / 44
inv_1: 7 / 15
xnor2_1: 1 / 5.1
per-layer routing:
layer  share of wire (%)  wire length (um)  up-vias  track usage [%]
met2                  31               169       15             2.73
met5                   0                 0        -                0
met4                   0                 0        0                0
li1                    -                 -       73                -
met1                  39               217       56             1.58
met3                  29               162        0             1.93
cell type report:
cell class	instances	area, sq um	area share, %
multi-input cells	7	166	39.1
repair buffers	16	158	37.1
well taps	46	57.6	13.5
inverters	7	43.8	10.3
worst max-delay path, cell delays in order:
cell and delay [ps]:
buf_8 90, inv_12 30, ha_4 140, ha_4 150, ha_4 150, ha_4 150, ha_4 150, ha_4 150
xnor2_2 120, buf_2 110
Power is estimated from default activity; no workload was simulated.
