## ./config.mk

```make
export PLATFORM = sky130hd
export DESIGN_NAME = clock_div
export DESIGN_NICKNAME = clock_div
export VERILOG_FILES = /design/flow/design.v
export SDC_FILE = /design/flow/constraint.sdc
export NUM_CORES = 4
export LEC_CHECK = 1
export CORE_AREA = 10 10 87 87
export DIE_AREA = 0 0 97 97
```

## ./constraint.sdc

```tcl
current_design clock_div

set clk_period 1.0
set clk_io_pct 0.2

create_clock -name clk0 -period $clk_period [get_ports {clock}]

set non_clock_inputs [all_inputs -no_clocks]
set_input_delay [expr $clk_period * $clk_io_pct] -clock clk0 $non_clock_inputs
set_output_delay [expr $clk_period * $clk_io_pct] -clock clk0 [all_outputs]
```

## ./design.v

```verilog
module dff(
    input reset,
    input clock,
    input D,
    output reg Q
);
    always @(posedge reset, posedge clock) begin
        if (reset) begin
            Q <= 0;
        end else if (clock) begin
            Q <= ~Q;
        end
    end
endmodule
module clock_div
#(
    parameter DIVIDE_BY = 17  
)
(
    input clock,
    input reset,
    output reg div_clock
);
    wire [DIVIDE_BY:0] qOut;
    dff firstDff(
        .reset(reset),
        .clock(clock),
        .Q(qOut[0])
    );
    genvar i;
    generate
        for (i = 1; i <= DIVIDE_BY; i = i + 1) begin
            dff dff_inst(
                .reset(reset),
                .clock(qOut[i - 1]),
                .Q(qOut[i])
            );
        end
    endgenerate
    always @(*) begin
        div_clock = qOut[DIVIDE_BY];
    end
endmodule
```

## ./run.sh

```bash
#!/bin/bash
# OpenROAD 26Q1-2900-gdf79404cd8, Yosys 0.63+post, stock flow scripts
make -C /OpenROAD-flow-scripts/flow DESIGN_CONFIG=/design/flow/config.mk WORK_HOME=/design/flow/orfs finish
```

==> CHANGELOG.md <==
### Physical design

- Outcome: finished clean
- DR WL/cell: 4.77 um
- Max stage delay on crit path: 0.40 ns
- CTS clock-pin slew for the worst setup and hold paths: 0 ns
- Post-DRT Antenna Nets: 0
- Flops after synth: 18
- Critical Path RT: 1.21 ns
- Worst min-delay path class: input port to async pin
- Fin crit share: 0.472
- Largest net degree at the start of global routing: 18
- CP Buf/Inv Count: 2
- DRC violations left: 0
- Tool warnings: 28
- Number of enable flip-flop cells: 0
- DR vias/cell: 1.74
- Fin Hold WS: 0.364 ns
- Mean post-synth cell area: 14.1 um2
- Area share, top type: 0.863
- Count of unclocked register or latch pins: 17
- Die Wd: 97 um
- Asr flop ratio synth: 1.00
- IO Pins: 3
- Area leader, netlist: dfrtp_1
- Die Size: 9410 um2
- Synth top area cells: dfrtp_1 86%, inv_1 14%
- Core area: 5640 um2
- Endpoints left unconstrained: 18
- Drt initial violations: 1
- Drt first pass iters: 2
- Vias in the first global route: 197
- Final Hold Violation Tally: 0
- Pleak: 0.276 nW
- Critical Path Slowest Stage Cell: clkdlybuf4s50_1
- ANT cells: 0
- Most frequent cell after synthesis: inv_1
- Floorplan core density: 0.0925
- Sequential element share of the synthesized area: 0.863
- Clock latency (worst-skew pair): 0 ns
- Worst-Margin Slew: 0.207 ns
- Worst VDD drop: 0.103 mV
- Final Setup Violations: 0
- Final min period: 0.472 ns
- Slew Viols, Final: 0
- Warnings from Yosys: 2
- Yosys chip area: 522 um2
- Synth Flop Type: dfrtp_1
- Vias: 195
- Maximum Capacitance Violations: 0
- Clock Skew: 0 ns
- Post-synth top cells: 19 x inv_1, 18 x dfrtp_1
- Number of multi-input logic gates: 0
- Startpoint Class: input port
- First-pass GRT wire length: 1010 um
- Port Buffers: 2
- Die height: 97 um
- Overall routing resource usage: 0.0119
- Routed WL: 534 um
- Final GP Congestion: 0.714
- Yosys cell count: 37
- Area Growth Syn to Fin: 22.5%
- Post-CTS sizing: 0
- Row Count: 27
- Crit-path cells: clkdlybuf4s50_1 > inv_1
- Netlist cell types: 2
- Fillers: 622
- CP Capture Type: async pin
- DR top layer: met5
- Postcts setup bufs: 0
- Antenna violations before repair: 1
- Remaining Overflow, GRT: 0
- DRT met1 WL: 332 um
- Crit-path max FO: 2
- CTS Hold Bufs: 0
- Cell count after synthesis: 37
- Pwr/cell area: 94.8 nW/um2
- Met3 wire len: 70 um
- Crit Path Category: input port to async pin
- Routed wl met2: 121 um
- TNS Setup: 0 ns
- Mapped Area: 522 um2
- Max_slew headroom: 0.862
- Top cell family by delay on the critical path: buffers and inverters
- Layout cell share with drive strength beyond 1: 0.0250
- Crit path arrival time: 0.68 ns
- RSZ-0062 raised after global routing: no
- Peak Freq: 2120 MHz
- Final HPWL DP: 442 um
- Logic cell area: 0 um2
per-stage QoR:
| step | instances | worst slack, ns | instance area [um2] | total power, W | utilization |
|---|---|---|---|---|---|
| 3_5_place_dp | 112 | 0.524 | 639 | 0.0000621 | 0.113 |
| 5_1_grt | 112 | 0.505 | 639 | 0.0000640 | 0.113 |
| 2_1_floorplan | 37 | 0.506 | 522 | 0.0000514 | - |
| 4_1_cts | 112 | 0.518 | 639 | 0.0000621 | 0.113 |
| 6_report | 112 | 0.528 | 639 | 0.0000606 | 0.113 |
| 3_3_place_gp | 112 | 0.528 | 639 | 0.0000617 | 0.113 |
power by group:
group	leakage (nW)	internal, W	switching [W]
clock network	0	0	0
logic	0.0210	0.00000628	0.0000139
registers	0.255	0.0000405	0
total	0.276	0.0000468	0.0000139
worst paths after layout:
| kind | start | end | cells after the start | slack (ns) |
|---|---|---|---|---|
| max | reset | firstDff.Q$_DFF_PP0_ | 2 | 0.53 |
| min | reset | firstDff.Q$_DFF_PP0_ | 2 | 0.36 |
| max reg2reg | firstDff.Q$_DFF_PP0_ | firstDff.Q$_DFF_PP0_ | 1 | 0.53 |
| min reg2reg | firstDff.Q$_DFF_PP0_ | firstDff.Q$_DFF_PP0_ | 1 | 0.40 |
| max in group clk0 | firstDff.Q$_DFF_PP0_ | firstDff.Q$_DFF_PP0_ | 1 | 0.53 |
| min in group clk0 | firstDff.Q$_DFF_PP0_ | firstDff.Q$_DFF_PP0_ | 1 | 0.40 |
kinds of logic (layout without fill, tap and decap cells):
group    after synthesis  count (layout)  synth area share
buf+inv               19              22             0.137
flops                 18              18             0.863
layout make-up:
type	count	area, um2	share of cell area
well taps	72	90.1	0.141
inverters	19	71.3	0.112
flip-flops and latches	18	450	0.705
repair buffers	3	27.5	0.0431
layout by cell type, fill, tap and decap left out:
master and count:
inv_1 19, clkdlybuf4s50_1 2, buf_4 1, dfrtp_1 18
flip-flops by register name, summed over array words and instances (netlist names):
name                flops
firstDff.Q              1
genblk1.dff_inst.Q     17
metal layers:
| layer | vias up | GRT usage |
|---|---|---|
| met3 | 2 | 0.00716 |
| met5 | - | 0 |
| met1 | 85 | 0.0199 |
| met2 | 3 | 0.0123 |
| met4 | 2 | 0 |
| li1 | 103 | - |
Power figures rest on the tool's default switching activity, not on a simulated workload.
