<file path="design/flow/config.mk">
export PLATFORM = sky130hd
export DESIGN_NAME = mux
export DESIGN_NICKNAME = mux
export VERILOG_FILES = /design/flow/design.v
export SDC_FILE = /design/flow/constraint.sdc
export NUM_CORES = 4
export LEC_CHECK = 1
export CORE_AREA = 10 10 79 79
export DIE_AREA = 0 0 89 89
</file>
<file path="design/flow/constraint.sdc">
current_design mux

set clk_period 2.5
set clk_io_pct 0.2

create_clock -name clk0 -period $clk_period

set non_clock_inputs [all_inputs -no_clocks]
set_input_delay [expr $clk_period * $clk_io_pct] -clock clk0 $non_clock_inputs
set_output_delay [expr $clk_period * $clk_io_pct] -clock clk0 [all_outputs]
</file>
<file path="design/flow/design.v">
module mux (
    input [7:0] ADD,
    input [7:0] SUB,
    input [7:0] SHL,
    input [7:0] SHR,
    input [7:0] CMP,
    input [7:0] AND,
    input [7:0] OR,
    input [7:0] XOR,
    input [7:0] NAND,
    input [7:0] NOR,
    input [7:0] XNOR,
    input [7:0] NOT,
    input [7:0] INV,
    input [7:0] NEG,
    input [7:0] STO,
    input [7:0] SWP,
    input [7:0] LOAD,
    input [3:0] sel,    
    input enable,
    output reg [7:0] data
);
    always @(*) begin
        if (enable) begin
            case (sel)
                4'b0000: data <= ADD;
                4'b0001: data <= SUB;
                4'b0010: data <= SHL;
                4'b0011: data <= SHR;
                4'b0100: data <= CMP;
                4'b0101: data <= AND;
                4'b0110: data <= OR;
                4'b0111: data <= XOR;
                4'b1000: data <= NAND;
                4'b1001: data <= NOR;
                4'b1010: data <= XNOR;
                4'b1011: data <= NOT;
                4'b1100: data <= INV;
                4'b1101: data <= NEG;
                4'b1110: data <= STO;
                4'b1111: data <= SWP;
            endcase
        end else begin
            data <= LOAD;  
        end
    end
endmodule
</file>
<file path="design/flow/run.sh">
#!/bin/bash
# OpenROAD 26Q1-2900-gdf79404cd8, Yosys 0.63+post, stock flow scripts
make -C /OpenROAD-flow-scripts/flow DESIGN_CONFIG=/design/flow/config.mk WORK_HOME=/design/flow/orfs finish
</file>
==> results_dict.tcl <==
# collected from the flow reports
set metrics [dict create \
    arrival_ns 1.94 \
    drcViolationCount 0 \
    grt_pass1_vias 2337 \
    syn_to_final_growth_pct 142 \
    initCoreUtil 0.299 \
    synth_area_um2 1400 \
    avgSynthCellArea_um2 7.54 \
    viasPerCell 5.31 \
    mi_logic_area_um2 1330 \
    gp_congestion 0.911 \
    grt_setup_unrepaired "yes" \
    hp-class "in -> out" \
    critPathKind "in -> out" \
    grt_overflow 0 \
    drv_cap 0 \
    die_w_um 89 \
    syn_inst 185 \
    flops 0 \
    dp_hpwl_um 6540 \
    status "finished clean" \
    synthDistinctLibCells 51 \
    critPathMaxFanout 1 \
    yosys-top-cells-area "a22oi_1, a22o_1, a21oi_1, buf_6, mux2_2" \
    post-route-period-util 0.977 \
    seq_power_share 0 \
    start_kind "input pin" \
    worstPathRequired_ns 2.00 \
    synth_seq_share 0 \
    core_um2 4660 \
    fin_util 0.724 \
    yosys_cells 185 \
    holdPathStages 5 \
    nClkBuffers 0 \
    max_slew_margin 0.798 \
    ys_area_um2 1400 \
    leakage_nw 1.37 \
    grt_antenna_before_repair 0 \
    finalSetupViolations 0 \
    die_h_um 89 \
    slew_violations 0 \
    hold_viol 0 \
    internal_power_mw 0.357 \
    grt_use_total 0.181 \
    drt_pre_antenna_iters 4 \
    row_count 25 \
    grt_max_degree 22 \
    fillers 374 \
    p_clk_frac 0 \
    tightest_slew_ns 0.302 \
    warning_count 34 \
    ff_latch_area_um2 0 \
    drt_iter0_drc 60 \
    drive_above_1_share 0.280 \
    grt_pass1_wl_um 11600 \
    wirelength_um 7920 \
    num_io_pins 149 \
    timing.fmax_mhz 410 \
    dieArea_um2 7920 \
    combPwrFrac 1.000 \
    peakVddDrop_uv 78.2 \
    drt-wirelength-per-cell_um 18.8 \
    synth_top_cell_by_area "a22oi_1" \
    power.density_nw_per_um2 158 \
    swShare 0.329 \
    drtAntennaViolNets 0 \
    yosysWarnings 1 \
    cts_hold_buffers 0 \
    end_kind "output port" \
    n_antenna_cell 0 \
    num_vias 2240 \
    tns_ns 0 \
    netSwitchingPower_mw 0.175 \
    port_buffers 149 \
    synth_top_area_share 0.102 \
    fin_crit_ns 2.44 \
]
## critical path, stage by stage
cell             delay [ns]
clkdlybuf4s50_1        0.40
and3_1                 0.17
o21ai_0                0.17
o2111ai_1              0.18
a21oi_1                0.19
a21oi_1                0.08
dlygate4sd2_1          0.24
## cells in the final DEF (no fill, tap or decap), drive strengths merged, types with 3 or more instances in the layout
| master | instances |
|---|---|
| o21ai | 6 |
| nor2b | 6 |
| nand2 | 8 |
| nor3 | 3 |
| a31o | 3 |
| a21o | 5 |
| clkbuf | 3 |
| a22o | 16 |
| o22ai | 9 |
| a21oi | 20 |
| nor2 | 8 |
| a22oi | 19 |
| a221oi | 5 |
| o2111ai | 3 |
| o211ai | 3 |
| nand2b | 3 |
| and3 | 5 |
| buf | 59 |
| nand3 | 3 |
| mux2 | 13 |
| inv | 4 |
| clkdlybuf4s50 | 134 |
| dlymetal6s2s | 3 |
| mux2i | 3 |
## metal layers
| layer | track usage | routed length, um | vias to the layer above | part of all wire |
|---|---|---|---|---|
| li1 | - | - | 1128 | - |
| met1 | 0.234 | 3300 | 1038 | 0.42 |
| met2 | 0.313 | 4010 | 72 | 0.51 |
| met3 | 0.0441 | 597 | 2 | 0.075 |
| met4 | 0.00867 | 18 | 0 | 0.0023 |
| met5 | 0 | 0 | - | 0 |
## power by group through the flow
stage | registers, mW | logic [mW] | clock network (mW)
after CTS | 0 | 0.518 | 0
after global routing | 0 | 0.572 | 0
final | 0 | 0.532 | 0
## kinds of logic (layout without fill, tap and decap cells)
group	count (synthesis)	count (layout)	synth area share
compound gates	99	99	0.531
mux	16	16	0.129
simple gates	47	47	0.232
buf+inv	23	206	0.108
## Yosys cell counts, types with 6 or more instances
| cell | count |
|---|---|
| a22oi_1 | 19 |
| a22o_1 | 16 |
| buf_2 | 6 |
| o21ai_0 | 6 |
| a21oi_1 | 20 |
| nand2_1 | 8 |
| o22ai_1 | 9 |
| mux2_2 | 7 |
| buf_6 | 7 |
| nor2_1 | 7 |
## metrics by stage
stage / area, um^2 / setup slack [ns] / power, mW / instances / hold slack (ns)
detailed placement: 3120 / -0.601 / 0.502 / 405 / 1.94
floorplan: 1400 / 0.529 / 0.181 / 185 / 1.06
global route: 3370 / -0.0753 / 0.572 / 422 / 1.62
global placement: 3120 / -0.600 / 0.501 / 405 / 1.93
finish: 3370 / 0.0582 / 0.532 / 422 / 1.57
CTS: 3280 / 0.0138 / 0.518 / 419 / 1.57
## final cells by class
| cell class | instances | area share |
|---|---|---|
| repair buffers | 202 | 0.583 |
| well taps | 54 | 0.0200 |
| inverters | 4 | 0.00445 |
| multi-input cells | 162 | 0.393 |
## path summary, 6_finish.rpt
check	from	end	slack [ns]
setup / recovery	NEG[6]	data[6]	0.06
hold / removal	sel[2]	data[7]	1.57
## what timing repair did
action	in CTS	in global routing
pin swaps	33	15
resized	52	19
hold endpoints to repair	0	0
endpoints found under the setup margin	8	8
buffers inserted	14	2
gates cloned	0	2
Power is estimated from default activity; no workload was simulated.
